--- ./design.v ---
module forwardingUnit(
    input wire [4:0] MEM_rdAddr,
    input wire [4:0] WB_rdAddr,
    input wire [4:0] EX_rs1Addr,
    input wire [4:0] EX_rs2Addr,
    input wire MEM_reg_W_En,
    input wire WB_reg_W_EN,
    output reg [1:0] forwardALUSrcA,
    output reg [1:0] forwardALUSrcB
);
wire MEM_forwardRs1;
wire MEM_forwardRs2;
wire WB_forwardRs1;
wire WB_forwardRs2;
assign MEM_forwardRs1 = MEM_reg_W_En & (MEM_rdAddr != 5'b00000) & (MEM_rdAddr == EX_rs1Addr);
assign MEM_forwardRs2 = MEM_reg_W_En & (MEM_rdAddr != 5'b00000) & (MEM_rdAddr == EX_rs2Addr);
assign WB_forwardRs1 = WB_reg_W_EN & (WB_rdAddr != 5'b00000) & (WB_rdAddr == EX_rs1Addr);
assign WB_forwardRs2 = WB_reg_W_EN & (WB_rdAddr != 5'b00000) & (WB_rdAddr == EX_rs2Addr);
always@(*)begin
    case({MEM_forwardRs1,WB_forwardRs1}) 
        2'b11: forwardALUSrcA = 2'b10;
        2'b10: forwardALUSrcA = 2'b10;
        2'b01: forwardALUSrcA = 2'b01;
        2'b00: forwardALUSrcA = 2'b00;
        default: forwardALUSrcA = 2'b00;
    endcase
    case({MEM_forwardRs2,WB_forwardRs2}) 
        2'b11: forwardALUSrcB = 2'b10;
        2'b10: forwardALUSrcB = 2'b10;
        2'b01: forwardALUSrcB = 2'b01;
        2'b00: forwardALUSrcB = 2'b00;
        default: forwardALUSrcB = 2'b00;
    endcase
end
endmodule
--- ./run.sh ---
#!/bin/bash
# OpenROAD 26Q1-2900-gdf79404cd8, Yosys 0.63+post, stock flow scripts
make -C /OpenROAD-flow-scripts/flow DESIGN_CONFIG=/design/flow/config.mk WORK_HOME=/design/flow/orfs finish
--- ./config.mk ---
export PLATFORM = sky130hd
export DESIGN_NAME = forwardingUnit
export DESIGN_NICKNAME = forwardingUnit
export VERILOG_FILES = /design/flow/design.v
export SDC_FILE = /design/flow/constraint.sdc
export NUM_CORES = 4
export LEC_CHECK = 1
export CORE_AREA = 10 10 70 70
export DIE_AREA = 0 0 80 80
--- ./constraint.sdc ---
current_design forwardingUnit

set clk_period 1.8
set clk_io_pct 0.2

create_clock -name clk0 -period $clk_period

set non_clock_inputs [all_inputs -no_clocks]
set_input_delay [expr $clk_period * $clk_io_pct] -clock clk0 $non_clock_inputs
set_output_delay [expr $clk_period * $clk_io_pct] -clock clk0 [all_outputs]
==> flow_summary.toml <==
# generated from flow reports
[floorplanning]
core-area_um2 = 3420
fp.dieH_um = 80
num_rows = 21
io_pins = 26
fp_util_pct = 7.91
die_w_um = 80
dieArea_um2 = 6400

[yosys]
top_cells_by_count = "16 x xnor2_1, 4 x xor2_1"
synth_cells = 34
ys_cells = 34
syn_area_um2 = 270
synth_chip_area_um2 = 270
top_area_cell = "xnor2_1"
ys_seq_share_pct = 0
top_area_share_pct = 51.9
most_common_cell = "xnor2_1"
synth_warnings = 1
topCellsByArea = "xnor2_1 52%, xor2_1 13%, nor4_2 9.3%, or4_1 5.6%, nand4_1 4.6%"
synth_cell_types = 10
syn_area_per_cell_um2 = 7.95

[global_routing]
overflow = 0
antenna_found_initial = 1
grt_pass1_wl_um = 2260
grt_max_degree = 4
track_usage_pct = 4.33
grt_pass1_vias = 481

[detailed_routing]
drt_iter0_drc = 4
firstDrtPassIters = 2
wl_um = 1430
ant_nets = 0
drcViolationCount = 0
via_count = 415
routed_via_density = 3.24
wire_per_inst_um = 11.2

[pwr]
leakage_uw = 0.000351
power.density_nw_per_um2 = 205
power_uw = 173
peakVddDrop_uv = 58.2

[sta]
max_clock_freq_mhz = 492
rsz0062_at_grt = "true"
period_used_pct = 113
whs_ns = 1.24
setup_viol = 4
tightest_slew_ns = 0.284
post-route-min-period_ns = 2.03
relSlewSlack_pct = 81.0
setup_ws_ns = -0.232
hold_viol_final = 0
slew_violations = 0

[placed_design]
routabilityCongestion = 0.830
port_buffers = 26
dp_cells = 123
dp_hpwl_um = 1260

[finish]
final-seq-area_um2 = 0
final_cells = 128
drive_gt1_share_pct = 56.8
area_growth_pct = 213
nClkBuffers = 0
flops = 0

[setup_path]
critPathArrivalTime_ns = 1.67
cp-startpoint = "MEM_rdAddr[1]"
start_kind = "input port"
setup.worst_path.end_class = "output port"
critPathRequiredTime_ns = 1.44
crit_end = "forwardALUSrcB[0]"
crit_path_max_fanout = 2
path_class = "input port to output port"

[job]
drv_cap = 0
warning_count = 34

[outcome]
status = "finished with violations"
violations = "negative setup slack"

[hold_path]
min_path_type = "input port to output port"
==> layout by cell type (no fill, tap or decap) <==
cell / netlist / routed
nor4_2: 2 / 1
nand2_1: 2 / 2
nand4_1: 2 / 2
xor2_1: 4 / 3
clkdlybuf4s15_1: 0 / 3
buf_2: 0 / 4
nor4_4: 0 / 3
nand3_2: 0 / 2
dlygate4sd2_1: 0 / 13
buf_6: 0 / 4
buf_4: 0 / 19
or4_4: 0 / 2
buf_8: 0 / 1
xnor2_1: 16 / 10
nor2_4: 0 / 1
xor2_2: 0 / 1
xnor2_2: 0 / 6
clkbuf_2: 0 / 1
diode_2: 0 / 1
clkdlybuf4s50_1: 0 / 2
o21ai_4: 0 / 1
==> metrics by stage <==
stage | worst slack, ns | instance area [um2] | utilization (%) | TNS, ns
after floorplan | 0.147 | 270 | - | 0
after CTS | -0.266 | 837 | 24.5 | -0.715
after detailed placement | -0.963 | 716 | 21.0 | -3.42
after global placement | -0.948 | 716 | 21.0 | -3.42
after global routing | -0.300 | 846 | 24.8 | -0.823
final | -0.232 | 846 | 24.8 | -0.635
==> layer usage <==
layer / GRT usage [%] / part of all wire [%]
met5: 0 / 0
met3: 2.16 / 14
met2: 6.10 / 38
met1: 6.11 / 47
met4: 0 / 0
==> worst min-delay path by stage <==
stage	start	to	slack (ns)	cells after the start
CTS	EX_rs2Addr[0]	forwardALUSrcB[0]	1.28	5
global route	EX_rs2Addr[2]	forwardALUSrcB[0]	1.29	6
finish	EX_rs2Addr[2]	forwardALUSrcB[0]	1.24	6
==> final cells by class <==
type               instances  area, um2
diodes                     1       2.50
fillers                  374       2570
multi-input cells         34        394
well taps                 46       57.6
repair buffers            47        392
==> logic make-up (layout without fill, tap and decap cells) <==
kind of cell | Yosys count | count (layout) | synth area share [%]
and+or+nand+nor | 13 | 13 | 31.9
AOI/OAI and AO/OA | 1 | 1 | 3.24
buffers and inverters | 0 | 47 | 0
other | 0 | 1 | 0
xor gates and xnor gates | 20 | 20 | 64.8
==> power by group <==
group | internal [uW] | switching, uW
clock network | 0.0000742 | 0
registers | 0 | 0
logic | 102 | 71.4
==> what timing repair did <==
action                                  in CTS  in global routing
hold buffers                                 0                  0
buffers inserted                             4                  0
gates cloned                                 0                  0
endpoints found under the setup margin       4                  4
hold endpoints to repair                     0                  0
gates resized                               69                  4
pin swaps                                   14                  4
==> worst max-delay path, stage by stage <==
cell     delay, ns
buf_8         0.09
or4_4         0.53
o21ai_4       0.18
nor4_4        0.05
buf_4         0.14
nor4_4        0.18
buf_2         0.13
Power is estimated from default activity; no workload was simulated.
